**run.sh**
```bash
#!/bin/bash
# OpenROAD 26Q1-2900-gdf79404cd8, Yosys 0.63+post, stock flow scripts
make -C /OpenROAD-flow-scripts/flow DESIGN_CONFIG=/design/flow/config.mk WORK_HOME=/design/flow/orfs finish
```
**config.mk**
```make
export PLATFORM = sky130hd
export DESIGN_NAME = simple_linear_fifo
export DESIGN_NICKNAME = simple_linear_fifo
export VERILOG_FILES = /design/flow/design.v
export SDC_FILE = /design/flow/constraint.sdc
export NUM_CORES = 4
export LEC_CHECK = 1
export CORE_AREA = 10 10 80 80
export DIE_AREA = 0 0 90 90
```
**constraint.sdc**
```tcl
current_design simple_linear_fifo

set clk_period 2.3
set clk_io_pct 0.2

create_clock -name clk0 -period $clk_period [get_ports {FCLK}]
create_clock -name clk1 -period $clk_period [get_ports {FRSTN}]

set non_clock_inputs [all_inputs -no_clocks]
set_input_delay [expr $clk_period * $clk_io_pct] -clock clk0 $non_clock_inputs
set_output_delay [expr $clk_period * $clk_io_pct] -clock clk0 [all_outputs]
```
**design.v**
```verilog
module simple_linear_fifo(
    input                            FCLK,
    input                            FRSTN,
    input                            WR_EN,
    input                            RD_EN,
    input      [4 - 1 : 0] DATA_IN,
    output reg [4 - 1 : 0] DATA_OUT,
    output                           EMPTY, 
    output                           FULL
);
    reg [4 - 1 : 0] memory [8 - 1 : 0];
    reg [$clog2(8) : 0] wr_ptr, rd_ptr;
    integer i;
    always @(negedge FRSTN) begin: reset_condition
        if (!FRSTN)
            for (i = 0; i < 8 - 1; i = i+1)
                memory[i] = {4{1'b0}}; 
    end: reset_condition
    always @(posedge FCLK, negedge FRSTN) begin: write_behaviour
        if (!FRSTN)
            wr_ptr <= {$clog2(8){1'b0}};
        else if (WR_EN && !FULL) begin
            memory[wr_ptr] <= DATA_IN;
            wr_ptr <= wr_ptr + 1;
        end
    end: write_behaviour
    always @(posedge FCLK, negedge FRSTN) begin: read_behaviour
        if (!FRSTN)
            rd_ptr <= {$clog2(8){1'b0}};
        else if (RD_EN && !EMPTY) begin 
            DATA_OUT <= memory[rd_ptr];
            rd_ptr <= rd_ptr + 1;
        end
    end: read_behaviour
    assign FULL = (wr_ptr == 8 - 1) ? 1 : 0;
    assign EMPTY = (wr_ptr == rd_ptr) ? 1 : 0;
endmodule
```
==> results.ini <==
[floorplan]
dieArea_um2 = 8100
die_h_um = 90
die_width_um = 90
io_pins = 14
design.core.area_um2 = 4720
fp-utilization_pct = 15.1
fp-row-count = 25

[status]
status = finished, violations left
violations = hold timing

[clocking]
cts_resized = 0
hold_buffers = 0
postCtsSetupBuffers = 0
path_clk_slew_ns = 0.06
cts_tree = built

[synth]
synth_seq_share_pct = 61.9
syn_inst = 49
async_reset_ff_share_pct = 50.0
top_area_share_pct = 33.7
netlist_area_um2 = 712
flop_cell = edfxtp_1
yosys_warnings = 58
yosys_area_um2 = 712
synth.area.top_cells = edfxtp_1 (34%), dfrtp_1 (28%), xor2_1 (7.4%)
top_area_cell = edfxtp_1
syn_area_per_cell_um2 = 14.5
synthDistinctLibCells = 14
edf_count = 8
yosys-top-cells-count = dfrtp_1 (8), edfxtp_1 (8), xor2_1 (6)
ys_cells = 49
ys.flops = 16

[timing]
setup_viol = 0
slew_headroom_pct = 70.9
fin_skew_ns = 0.00181
fin_hold_ws_ns = -0.329
maxSlewViolCount = 0
setup_ws_ns = 0.145
timing.setup.tns_ns = 0
grt_setup_unrepaired = false
finalHoldViolations = 8
worst_pin_slew_ns = 0.434

[drt]
wl_per_cell_um = 9.64
wirelength_um = 1370
drtPass1Iterations = 2
via_count = 456
drc = 0
drtIter0Drc = 13
ant_nets = 0
viasPerCell = 3.21
antennaDiodeCount = 0

[critical_path]
crit_arrival_ns = 1.69
crit_type = flop to primary output
required_ns = 1.84
cp-start-kind = flop
cp_max_fo = 4
cp-end-kind = primary output

[finish]
stdcell_area_um2 = 1090
syn2layout_area_growth_pct = 53.8
final_cells = 142
final_core_util_pct = 23.2
drive_above_1_share_pct = 24.0

[pwr]
p_per_area_nw_per_um2 = 1380
p_leak_nw = 0.442
irDropWorstVdd_uv = 327

[grt]
globalRouteOverflowTotal = 0
antenna_found_initial = 0
track_usage_pct = 3.44
grt_pass1_wl_um = 2300
grt_pass1_vias = 602
grt_max_degree = 10

[placement]
gp_congestion = 0.702
placedCellCount = 128
port-buffer-count = 12
placed_cell_area_um2 = 916
place_ws_ns = 0.376

[job]
maxCapViolCount = 0
warning_count = 27

[hold_path]
hold_path_class = clock port to async pin

-- layout by cell type (no fill, tap or decap), drive strengths merged --
| cell | Yosys | routed |
|---|---|---|
| and2 | 4 | 4 |
| clkbuf | 0 | 13 |
| clkdlybuf4s50 | 0 | 12 |
| dfrtp | 8 | 8 |
| edfxtp | 8 | 8 |
| ha | 4 | 4 |
| inv | 2 | 3 |
| mux2 | 4 | 4 |
| nand2 | 2 | 2 |
| nand3 | 2 | 2 |
| nand3b | 1 | 1 |
| nor2 | 4 | 4 |
| nor4 | 1 | 1 |
| o41ai | 1 | 1 |
| xnor2 | 2 | 2 |
| xor2 | 6 | 6 |
-- worst max-delay path, stage by stage (launching register included) --
cell	delay, ns
dfrtp_1	0.43
xor2_1	0.22
nor4_2	0.29
clkdlybuf4s50_1	0.51
-- flip-flops by register name (all words and copies together) (netlist names) --
register,flops
DATA_OUT,4
rd_ptr,4
memory,4
wr_ptr,4
-- report_power, final --
| part | switching (mW) | internal [mW] |
|---|---|---|
| clock | 0.212 | 0.374 |
| sequential | 0.0979 | 0.395 |
| combinational | 0.186 | 0.241 |
| total | 0.496 | 1.01 |
-- logic make-up after synthesis --
group	after synthesis	synth area share, %
AOI/OAI and AO/OA	1	3.87
xor gates and xnor gates	8	9.84
adders and majority gates	4	7.03
buffers and inverters	2	1.05
DFF	16	61.9
muxes	4	6.33
and+or+nand+nor	14	10.0
-- per-layer routing --
metal  routed length (um)  vias up  part of all wire, %  GRT usage [%]
met4                  102        0                  7.5           4.24
met3                   74       11                  5.4           2.01
met5                    0        -                    0              0
met1                  560      200                   41           3.56
li1                     -      222                    -              -
met2                  632       23                   46           4.30
-- final timing paths --
check                                 startpoint                    end  slack (ns)  cells past startpoint
max                        wr_ptr[0]$_DFFE_PN0P_                  EMPTY        0.15                      3
min                                        FRSTN  wr_ptr[1]$_DFFE_PN0P_       -0.33                      2
max reg2reg                wr_ptr[0]$_DFFE_PN0P_  rd_ptr[2]$_DFFE_PN0P_        0.62                      3
min reg2reg                rd_ptr[3]$_DFFE_PN0P_  rd_ptr[3]$_DFFE_PN0P_        0.49                      1
max in group asynchronous                  FRSTN  rd_ptr[0]$_DFFE_PN0P_        2.53                      2
min in group clk0          rd_ptr[3]$_DFFE_PN0P_  rd_ptr[3]$_DFFE_PN0P_        0.49                      1
-- through the flow --
step | hold WS [ns] | power, mW
floorplan | -0.296 | 0.781
global placement | -0.296 | 0.919
detailed placement | -0.296 | 0.938
CTS | -0.331 | 1.53
global route | -0.335 | 1.64
finish | -0.329 | 1.51
-- final cells by class --
class / count / area [um2]
clock buffers: 13 / 169
clock inverters: 2 / 7.51
fillers: 490 / 3630
inverters: 1 / 3.75
multi-input cells: 31 / 270
flip-flops and latches: 16 / 440
well taps: 67 / 83.8
repair buffers: 12 / 120
Power figures rest on the tool's default switching activity, not on a simulated workload.
