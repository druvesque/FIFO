===== /design/flow/config.mk =====
export PLATFORM = sky130hd
export DESIGN_NAME = circular_fifo
export DESIGN_NICKNAME = circular_fifo
export VERILOG_FILES = /design/flow/design.v
export SDC_FILE = /design/flow/constraint.sdc
export NUM_CORES = 4
export LEC_CHECK = 1
export CORE_AREA = 10 10 75 75
export DIE_AREA = 0 0 85 85

===== /design/flow/constraint.sdc =====
current_design circular_fifo

set clk_period 2.8
set clk_io_pct 0.2

create_clock -name clk0 -period $clk_period [get_ports {FCLK}]
create_clock -name clk1 -period $clk_period [get_ports {FRSTN}]

set non_clock_inputs [all_inputs -no_clocks]
set_input_delay [expr $clk_period * $clk_io_pct] -clock clk0 $non_clock_inputs
set_output_delay [expr $clk_period * $clk_io_pct] -clock clk0 [all_outputs]

===== /design/flow/design.v =====
module circular_fifo(
    input                            FCLK,
    input                            FRSTN,
    input                            WR_EN,
    input                            RD_EN,
    input      [4 - 1 : 0] DATA_IN,
    output reg [4 - 1 : 0] DATA_OUT,
    output                           EMPTY,
    output                           FULL
);
    reg [4 - 1 : 0] memory [8 - 1 : 0];
    reg [$clog2(8) : 0] wr_ptr, rd_ptr;
    reg [$clog2(8) : 0] wr_cnt;  
    integer i;
    always @(negedge FRSTN) begin: reset_condition
        if (!FRSTN) begin
            for (i = 0; i < 8 - 1; i = i + 1)
                memory[i] = {4{1'b0}};
            wr_cnt <= {$clog2(8){1'b0}};
        end
    end: reset_condition
    always @(posedge FCLK, negedge FRSTN) begin: write_behaviour
        if (!FRSTN)
            wr_ptr <= {$clog2(8){1'b0}};
        else if (WR_EN && !FULL) begin
            memory[wr_ptr] <= DATA_IN;
            wr_ptr <= (wr_ptr + 1) % 8;
            wr_cnt <= wr_cnt + 1;
        end
    end: write_behaviour
    always @(posedge FCLK, negedge FRSTN) begin: read_behaviour
        if (!FRSTN)
            rd_ptr <= {$clog2(8){1'b0}};
        else if (RD_EN && !EMPTY) begin
            DATA_OUT <= memory[rd_ptr];
            rd_ptr <= (rd_ptr + 1) % 8;
            wr_cnt <= wr_cnt - 1;
        end
    end: read_behaviour
    assign FULL = (wr_cnt == 8) ? 1 : 0;
    assign EMPTY = (wr_ptr == rd_ptr) ? 1 : 0;
endmodule

===== /design/flow/run.sh =====
#!/bin/bash
# OpenROAD 26Q1-2900-gdf79404cd8, Yosys 0.63+post, stock flow scripts
make -C /OpenROAD-flow-scripts/flow DESIGN_CONFIG=/design/flow/config.mk WORK_HOME=/design/flow/orfs finish

==> results.sh <==
# implementation run metrics
export IMPL_outcome="finished, violations left"
export IMPL_failed_checks="negative hold slack"
export IMPL_fp_dieW_um=85
export IMPL_post_synth_instance_area_sq_um=668.1
export IMPL_gp_routability_congestion=0.7822
export IMPL_timing_critical_path_to_type="primary output"
export IMPL_yosys_cell_types_count=24
export IMPL_cpMaxStageDelayCell="clkdlybuf4s50_1"
export IMPL_postSynthSeqShare_pct=58.43
export IMPL_max_cap_violations=0
export IMPL_synthDominantCellAreaShare_pct=35.96
export IMPL_final_max_slew_violation_count=0
export IMPL_ir_worst_vdd_mv=0.3336
export IMPL_synthesis_instances=52
export IMPL_global_route_usage_total_pct=3.943
export IMPL_grt_antenna_before_repair=0
export IMPL_required_time_at_the_worst_slack_endpoint_ns=2.24
export IMPL_final_routed_wire_length_divided_by_cell_count_um=11.14
export IMPL_setup_tns_ns=0
export IMPL_synth_area_yosys_sq_um=668.1
export IMPL_critical_path_cell_chain="xnor2_1 -> and3_2 -> clkdlybuf4s50_1"
export IMPL_worstSetupStartpointType="flop"
export IMPL_rows=23
export IMPL_final_comb_area_sq_um=266.5
export IMPL_clock_skew_ns=0.002522
export IMPL_vias=463
export IMPL_portBuffers=11
export IMPL_utilization_pct=25.04
export IMPL_placedCellCount=112
export IMPL_cts_tree="done"
export IMPL_finalNonFillerCells=126
export IMPL_setup_violations_final=0
export IMPL_chipHeight_um=85
export IMPL_fin_hold_ws_ns=-0.3339
export IMPL_total_antenna_diodes_in_the_routed_design=0
export IMPL_fin_total_pwr_mw=1.148
export IMPL_hpwl_um=955.3
export IMPL_drt_pass1_iter_count=4
export IMPL_final_hold_viol_count=6
export IMPL_detail_route_vias_per_cell=3.675
export IMPL_post_route_drc_count=0
export IMPL_path_clk_slew_ns=0.06
export IMPL_edf_count=8
export IMPL_grt_setup_unrepaired="false"
export IMPL_ys_cells=52
export IMPL_grt_pass1_wl_mm=2.235
export IMPL_min_delay_path_class="clk -> async"
export IMPL_ioPinCount=14
export IMPL_total_leakage_power_nw=0.4215
export IMPL_ctsResizeCount=0
export IMPL_die_area_sq_mm=0.007225
export IMPL_flop_area_sq_um=390.4
export IMPL_critical_path_max_fanout=5
export IMPL_routed_wirelength_mm=1.404
export IMPL_final_fill_count=407
export IMPL_worstSetupPathType="reg -> out"
export IMPL_coreArea_sq_mm=0.004058
export IMPL_grt_start_max_net_pins=9
export IMPL_drt_initial_drc_count=23
export IMPL_cellPowerDensity_mw_per_mm2=1130
export IMPL_final_layout_size_suffix_gt1_share_pct=22.37
export IMPL_post_synth_main_area_contributors="edfxtp_1, dfrtp_1, ha_1, xnor2_1, and2_1"
export IMPL_numSynthFlops=14
export IMPL_cts_hold_buffers_added=0
export IMPL_slowest_delay_ns=0.47
export IMPL_post_synth_cell_area_avg_sq_um=12.85
export IMPL_tool_warnings=27
export IMPL_cp_arrival_ns=1.77
export IMPL_asyncSetResetFlopFracSynth_pct=42.86
export IMPL_antenna_violating_nets_post_route=0
export IMPL_synthDominantAreaCellType="edfxtp_1"
export IMPL_post_cts_setup_buffer_count=0
export IMPL_grt_remaining_overflow=0
export IMPL_vias_in_the_first_global_route=597
export IMPL_ys_warn_count=70
export IMPL_fp_util_pct=16.47
export IMPL_synthToLayoutAreaGrowth_pct=52.06
export IMPL_top_ff_cell_synth="edfxtp_1"
==> where the power goes <==
group	switching, mW	leakage (nW)	internal, mW
Clock	0.161	0.104	0.301
Combinational	0.137	0.169	0.202
Sequential	0.0692	0.148	0.278
Total	0.368	0.421	0.781
==> Yosys cell counts (2+ instances only) <==
library cell and count:
xnor2_1 3, and2_1 4, o21ai_0 2, mux2_2 2, nor4b_1 2, nand2b_1 2
edfxtp_1 8, nor3_1 2, dfrtp_1 6, a21oi_1 2, ha_1 4, xor2_1 2
nand2_1 2
==> routing by layer <==
metal  wire length (um)  vias up  GRT usage, %
li1                   -      235             -
met1                670      209         4.167
met2                513       19         3.474
met3                219        0         5.588
met4                  0        0         2.695
met5                  0        -             0
==> flip-flops by register name (all words and copies together), names as in the netlist <==
| signal | flops |
|---|---|
| wr_ptr | 3 |
| DATA_OUT | 4 |
| rd_ptr | 3 |
| memory | 4 |
==> path summary, 6_finish.rpt <==
kind,from,endpoint,slack (ns),depth (start not counted)
min in group clk0,FRSTN,memory[7][2],0.51,5
max in group asynchronous,FRSTN,wr_ptr[1],3.04,2
max,wr_ptr[2],EMPTY,0.47,3
min,FRSTN,rd_ptr[2],-0.33,2
max reg2reg,wr_ptr[2],DATA_OUT[0],1.21,5
min reg2reg,memory[7][3],DATA_OUT[3],0.53,1
==> cell usage in the layout (no fill, tap or decap) <==
cell type / instances
dfrtp_1: 6
xnor2_1: 3
a21o_1: 1
and2_1: 4
edfxtp_1: 8
mux2_2: 2
nor4b_1: 2
and3_1: 1
nor3_1: 2
o21ai_0: 2
a211o_1: 1
a21oi_1: 2
conb_1: 1
nand2b_1: 2
clkdlybuf4s50_1: 11
clkbuf_8: 13
nor2_1: 1
clkbuf_1: 1
nand3_1: 1
xor2_1: 2
and3_2: 1
ha_1: 4
nand4_1: 1
a21o_2: 1
nand2_1: 2
inv_1: 1
==> stage by stage <==
| stage | hold slack [ns] | area [sq um] | setup WS (ns) |
|---|---|---|---|
| 2_1_floorplan | -0.2956 | 668.1 | 0.9773 |
| 3_3_place_gp | -0.2956 | 833.3 | 0.8025 |
| 3_5_place_dp | -0.2956 | 833.3 | 0.7696 |
| 4_1_cts | -0.3296 | 1016 | 0.4847 |
| 5_1_grt | -0.3400 | 1016 | 0.4029 |
| 6_report | -0.3339 | 1016 | 0.4749 |
==> kinds of logic (layout without fill, tap and decap cells) <==
| group | after synthesis | in the layout | synth area share (%) |
|---|---|---|---|
| AND-OR/OR-AND | 7 | 7 | 6.743 |
| XOR/XNOR | 5 | 5 | 6.556 |
| AND/OR/NAND/NOR | 17 | 17 | 15.17 |
| adder cells (fa/ha/maj) | 4 | 4 | 7.491 |
| buffers and inverters | 2 | 26 | 1.685 |
| multiplexers | 2 | 2 | 3.371 |
| other | 1 | 1 | 0.5613 |
| flip-flops | 14 | 14 | 58.43 |
==> critical path: cells and delay by family (launching register included) <==
kind,cells,cell delay [ns]
and+or+nand+nor,1,0.26
DFF,1,0.43
buffers and inverters,1,0.47
xor gates and xnor gates,1,0.36
==> final cells by class <==
class	instances	share of cell area, %
clock buffer	14	17.98
inverter	1	0.3695
multi-input combinational	36	26.23
sequential	14	38.42
tap	50	6.158
timing repair buffer	11	10.84
Power figures rest on the tool's default switching activity, not on a simulated workload.
